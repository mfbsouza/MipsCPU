==> flow/design.v <==
module Mux4(
	input logic [31:0] A,
	input logic [31:0] B,
	input logic [31:0] C,
	input logic [31:0] D,
	output logic [31:0] S,
	input logic [1:0] sel
);
always
	case(sel)
		2'b00: S = A;
		2'b01: S = B;
		2'b10: S = C;
		2'b11: S = D;
	endcase
endmodule: Mux4
module WriteMode(input logic [31:0] RegIn, input logic [31:0] MemIn, input logic [1:0] mode, output logic [31:0] MemOut, output logic [31:0] RegOut);
logic [31:0] MRB, MRH, RMB, RMH;
logic [1:0] sel;
Mux4 mux_RegOUt(.A(MemIn), .B({16'b0, MemIn[15:0]}), .C({24'b0, MemIn[7:0]}), .S(RegOut), .sel(mode));
Mux4 mux_MemOut(.A(RegIn), .B({MemIn[31:16], RegIn[15:0]}), .C({MemIn[31:8], RegIn[7:0]}), .S(MemOut), .sel(mode));
endmodule: WriteMode
==> flow/run.sh <==
#!/bin/bash
# OpenROAD 26Q1-2900-gdf79404cd8, Yosys 0.63+post, stock flow scripts
make -C /OpenROAD-flow-scripts/flow DESIGN_CONFIG=/design/flow/config.mk WORK_HOME=/design/flow/orfs finish
==> flow/config.mk <==
export PLATFORM = sky130hd
export DESIGN_NAME = WriteMode
export DESIGN_NICKNAME = WriteMode
export VERILOG_FILES = /design/flow/design.v
export SDC_FILE = /design/flow/constraint.sdc
export NUM_CORES = 4
export LEC_CHECK = 1
export CORE_AREA = 10 10 70 70
export DIE_AREA = 0 0 80 80
==> flow/constraint.sdc <==
current_design WriteMode

set clk_period 3.4
set clk_io_pct 0.2

create_clock -name clk0 -period $clk_period

set non_clock_inputs [all_inputs -no_clocks]
set_input_delay [expr $clk_period * $clk_io_pct] -clock clk0 $non_clock_inputs
set_output_delay [expr $clk_period * $clk_io_pct] -clock clk0 [all_outputs]
==> results.sh <==
# yosys + openroad results
export IMPL_status="complete, no violations"
export IMPL_ys_seq_share_pct=0
export IMPL_worstMarginPinSlew_ns=0.247
export IMPL_clkPwrFrac_pct=0
export IMPL_pwr_share_seq_pct=0
export IMPL_stdcell_count=235
export IMPL_internal_power_mw=0.171
export IMPL_crit_path_start_kind="primary input"
export IMPL_initial_core_util_pct=19.6
export IMPL_ys_cells=112
export IMPL_netlist_area_sq_um=671
export IMPL_ios=130
export IMPL_ir_drop_mv=0.0514
export IMPL_via_count=1004
export IMPL_critPathMaxFanout=16
export IMPL_wl_per_cell_microns=14.2
export IMPL_flops=0
export IMPL_grt_pass1_vias=923
export IMPL_slew_limit_headroom_pct=83.6
export IMPL_warnings=33
export IMPL_vias_per_cell=4.27
export IMPL_logic_area_sq_um=488
export IMPL_place_area_sq_um=1570
export IMPL_ant_nets=0
export IMPL_holdPathStages=0
export IMPL_post_cts_setup_buffers=0
export IMPL_dp_cells=235
export IMPL_hold_buffers=0
export IMPL_yosys_warnings=65
export IMPL_lay_top_cells="clkdlybuf4s50_1 (98), o21ai_0 (31), and2_1 (20)"
export IMPL_ys_types=15
export IMPL_fin_total_pwr_mw=0.233
export IMPL_crit_arrival_ns=2.58
export IMPL_chipArea_sq_um=6400
export IMPL_synth_chip_area_sq_um=671
export IMPL_drv_slew=0
export IMPL_lay_top_count="clkdlybuf4s50_1"
export IMPL_hp_class="primary input to output port"
export IMPL_area_growth_pct=135
export IMPL_p_comb_share_pct=100.0
export IMPL_insertedDiodeCount=0
export IMPL_cap_violations=0
export IMPL_drive_above_1_share_pct=6.35
export IMPL_drc_errors=0
export IMPL_clock_fmax_mhz=307
export IMPL_hold_violations=0
export IMPL_hpwlAfterDp_microns=2870
export IMPL_fin_crit_sh_pct=95.7
export IMPL_switching_share_pct=26.5
export IMPL_powerDensity_nw_per_um2=148
export IMPL_tns_ns=0
export IMPL_fin_crit_ns=3.26
export IMPL_synthCells=112
export IMPL_place_congestion=0.720
export IMPL_antenna_found_initial=0
export IMPL_rows=21
export IMPL_clkbuf_count=0
export IMPL_die_y_microns=80
export IMPL_grt_usage_pct=8.96
export IMPL_syn_area_per_cell_sq_um=5.99
export IMPL_drt_iter0_drc=29
export IMPL_drt_total_wl_microns=3330
export IMPL_firstDrtPassIters=4
export IMPL_rsz0062_at_grt="false"
export IMPL_die_w_microns=80
export IMPL_core_area_sq_um=3420
export IMPL_nFillCells=356
export IMPL_worstSetupEndpointType="output port"
export IMPL_worstSetupPathType="primary input to output port"
export IMPL_worstPathRequired_ns=2.72
export IMPL_power_leakage_nw=0.597
export IMPL_p_switching_mw=0.0617
export IMPL_io_buffers=98
export IMPL_register_area_sq_um=0
export IMPL_grt_pass1_wl_microns=4780
export IMPL_cts_resized=0
export IMPL_grt_ovfl_total=0
export IMPL_grt_start_max_net_pins=34
export IMPL_utilization_pct=46.1
export IMPL_final_cell_area_sq_um=1580
export IMPL_finalSetupViolCount=0
[power by group through the flow]
stage                 combinational, mW  sequential, mW  clock (mW)
after CTS                         0.237               0           0
after global routing              0.256               0           0
final                             0.233               0           0
[metrics by stage]
step	setup slack [ns]	hold slack, ns
after floorplan	1.02	1.42
after global placement	0.0988	1.36
after detailed placement	0.0562	1.36
after CTS	0.0550	1.36
after global routing	0.00163	1.36
final	0.145	1.36
[synthesized netlist by cell type]
| cell type | instances | area, sq um |
|---|---|---|
| o21ai_0 | 31 | 155 |
| buf_6 | 2 | 22.5 |
| o21ai_1 | 1 | 5.00 |
| buf_4 | 16 | 120 |
| and2_2 | 4 | 30.0 |
| ha_1 | 2 | 25.0 |
| buf_2 | 4 | 20.0 |
| nor2b_1 | 1 | 6.26 |
| clkbuf_1 | 4 | 15.0 |
| a22o_2 | 2 | 20.0 |
| or2_1 | 1 | 6.26 |
| and2_1 | 20 | 125 |
| inv_1 | 2 | 7.51 |
| a22o_1 | 6 | 52.6 |
| nand2_1 | 16 | 60.1 |
[routing by layer]
layer / routed length [microns] / GRT usage (%) / up-vias
li1: - / - / 514
met1: 1210 / 10.5 / 432
met2: 1800 / 16.5 / 52
met3: 311 / 2.39 / 6
met4: 12 / 0.528 / 0
met5: 0 / 0 / -
[worst max-delay path, stage by stage]
cell             delay (ns)
clkdlybuf4s50_1        0.48
inv_1                  0.05
ha_1                   0.33
buf_6                  0.16
nor2b_1                0.11
buf_4                  0.16
a22o_1                 0.13
clkdlybuf4s50_1        0.47
[area by class of cell]
class / count / share of cell area, %
multi-input combinational: 84 / 31.0
tap: 46 / 3.65
inverter: 2 / 0.477
timing repair buffer: 103 / 64.9
[cells by family (layout without fill, tap and decap cells)]
| kind of cell | count (synthesis) | after routing | synth area share (%) |
|---|---|---|---|
| buf+inv | 28 | 105 | 27.6 |
| simple gates | 42 | 42 | 34.0 |
| compound gates | 40 | 40 | 34.7 |
| fa+ha+maj | 2 | 2 | 3.73 |
[final timing paths]
check                 startpoint    endpoint  slack [ns]
worst min-delay path    RegIn[0]   MemOut[0]        1.36
worst max-delay path     mode[0]  MemOut[11]        0.14
