[flow/config.mk]
export PLATFORM = sky130hd
export DESIGN_NAME = Div
export DESIGN_NICKNAME = Div
export VERILOG_FILES = /design/flow/design.v
export SDC_FILE = /design/flow/constraint.sdc
export NUM_CORES = 4
export LEC_CHECK = 1
export CORE_UTILIZATION = 40
[flow/constraint.sdc]
current_design Div

set clk_period 12.4
set clk_io_pct 0.2

create_clock -name clk0 -period $clk_period [get_ports {clk}]

set non_clock_inputs [all_inputs -no_clocks]
set_input_delay [expr $clk_period * $clk_io_pct] -clock clk0 $non_clock_inputs
set_output_delay [expr $clk_period * $clk_io_pct] -clock clk0 [all_outputs]
[flow/design.v]
module Div (A, B, clk, Reset, resultHigh, resultLow, 
				DivIn, DivStop, DivZero );
	input [31:0] A, B;
	input clk, Reset;
	input DivIn;  
	output reg DivStop;  
	output reg DivZero;  
	output reg [31:0] resultHigh, resultLow;
	integer contador = 32;
	reg [64:0] Quociente = 0;
	reg [31:0] Resto ;
	reg [31:0] Dividendo;
	reg [31:0] Divisor;
	always @(posedge clk) begin
		if (contador == 32) begin
			Divisor = B;
			Dividendo = A;
		end
		Resto = Dividendo % Divisor;
		if ( Dividendo == 0) begin
			DivZero = 1;
		end
		Resto = Resto - Divisor;
		if (Resto >= 0) begin
			Quociente = Quociente << 1;
			Quociente[0] = 1'b1;
		end
		if (Resto < 0) begin
			Resto = Resto + Divisor;
			Quociente = Quociente << 1;
			Quociente[0] = 1'b0;
		end
		Divisor = Divisor >> 1;
		if (contador > 0) begin
			contador = (contador - 1);
		end
		if (contador == 0) begin
			resultHigh = Quociente[64:33];
			resultLow = Quociente[32:1];
			DivStop = 0;
			contador = -1;
		end
		if(contador == -1) begin
			Resto = 32'b0;
			Quociente = 65'b0;
		end
	end
endmodule 
[flow/run.sh]
#!/bin/bash
# OpenROAD 26Q1-2900-gdf79404cd8, Yosys 0.63+post, stock flow scripts
make -C /OpenROAD-flow-scripts/flow DESIGN_CONFIG=/design/flow/config.mk WORK_HOME=/design/flow/orfs finish
==> notes.md <==
Status of the implementation.

- The detailed router reported a total wirelength of around 12 mm.
- The final weighted congestion of routability-driven global placement is 0.969, for reference.
- Looking at the gate-level netlist, the highest instance count belongs to sky130_fd_sc_hd__dfxtp_1.
- The fraction of post-synthesis cell area in the top cell type by area is approximately 32%, for reference.
- The timing report gives the biggest stage delay along the critical path as roughly 0.62 ns.
- The flow measured a signed area growth from synthesis to layout of 23.0%.
- After clock tree synthesis, the clock-pin slew on the worst setup and hold paths is around 0.070 ns.
- Registers take just under 0.004 mm^2.
- In the power breakdown, the internal column shows 0.888 mW.
- The synthesis run shows the most used standard cells to be sky130_fd_sc_hd__dfxtp_1 (96), sky130_fd_sc_hd__edfxtp_1 (64), sky130_fd_sc_hd__nor3b_1 (63), sky130_fd_sc_hd__nand2_1 (36), sky130_fd_sc_hd__nor2_1 (17).
- STA classifies the critical path startpoint as a flop.
- The buffer and inverter count on the worst path is 3, for reference.
- The kind of cell with the highest combined delay on the critical path is simple AND/OR/NAND/NOR gates, for reference.
- The required time of the critical path is 12.45 ns, for reference.
- The cell with the biggest individual delay on the critical path is sky130_fd_sc_hd__buf_4, for reference.
- According to the hold report, the worst path is of the flop to flop type.
- The H-tree was split into 4 levels.
- The total of hold buffers inserted after clock tree synthesis is 0, for reference.
- The final worst-path cycle share is 34.7%, for reference.
- Setup repair after global routing left no endpoint under its margin.
- After detailed routing, the number of remaining DRC violations is 0.
- The global routing report lists combined usage of all routing layers as 16.6%.
- Entering global routing, the biggest net connects about 65 pins.
- The run finished with clean final reports.
- Per STA, the worst path is made up of inv_1 > ha_1 > or3b_2 > nor3_2 > nand4_1 > nand2_1 > o211ai_1 > nor4_1 > nand4_1 > inv_2 > buf_4.
- Per the layout report, the design carries 1,236 filler cells.
- Pin placement for this block handled ~130 I/O pins.
- At the later pin of the worst-skew pair, clock insertion delay measures 0.43 ns.
- After synthesis the cells add up to 0.00593 mm^2.
- The sequential cell area fraction in the yosys report is about two thirds, for reference.
- The flip-flop and latch count after synthesis is around 160, for reference.
- The final timing report counts setup violations totalling 0.
- 0 antenna diodes ended up in the layout.
- The die height is between 100 and 150 um, for reference.
- The tally of max-capacitance violations is 0, for reference.
- The gate count after technology mapping is between 400 and 500, for reference.
- The average cell area after synthesis is around 12 um^2, for reference.
- The uppermost signal routing layer after detailed routing is met4, for reference.
- After the first detailed-routing iteration, the DRC count stood at roughly 320.
- From left edge to right edge, the die measures about 120 um.
- The number of failing hold endpoints at the final stage is 0, for reference.
- The initial antenna violation count came to 0.
- The clock network power share is 50.5%, for reference.
- Looking at the clock tree report, the root buffer type is sky130_fd_sc_hd__clkbuf_16.
- The largest voltage drop on the vdd net is 0.0879 mV, for reference.
- CTS added clock buffers totalling 17.
- The pre-CTS setup check shows a worst slack of a little over 8 ns.
- The minimum clock period after layout is about 4.3 ns, for reference.
- The number of synthesized flops with an enable pin is between 60 and 70, for reference.
- The net switching fraction of the power is a little under a fifth, for reference.
- The cell occurring most often along the worst timing path is sky130_fd_sc_hd__nand4_1, for reference.
- In the per-layer breakdown of the detailed-route log, met1 shows roughly 5.5 mm.
- Derived from the worst setup path, the maximum achievable clock frequency is approximately 0.23 GHz.
- Before antenna repair, the detailed router went through 4 iterations.
- The most used flip-flop cell after synthesis is sky130_fd_sc_hd__dfxtp_1, for reference.
- The power per standard cell area is 150 mW/mm^2, for reference.
- For this sky-water flow run, the detailed-routed wirelength per cell is reported as about 16 um.
- The wire length on met2 is 5.06 mm, for reference.
- The count of cell types in the netlist is slightly above 60, for reference.
- The detailed-routed wire length on met3 is 709 um, for reference.
- The first global-routing pass estimated 18.6 mm of wire.
- The number of input and output port buffers inserted is about 64, for reference.
- The leakage power summed over all cells is 2.70 nW, for reference.
- The share of synthesized registers carrying an async set or reset is 0%, for reference.
- According to the floorplan report, the placeable core area is approximately 0.014 mm^2.
- The total number of placement rows is roughly 44, for reference.
- The via count of the first global-routing pass was 3,571.
- The post-DP HPWL is roughly 7.6 mm, for reference.
- At the floorplan stage, the core utilization is reported as between 40% and 50%.
- The sequential share of power is 49.5%, for reference.
- The critical path in the final layout is reported with a setup slack of ~8.1 ns.
- The yosys warning tally is 1, for reference.
- The number of instances resized during post-cts repair is 0, for reference.
- The yosys synthesis chip area is a little under 0.006 mm^2, for reference.
- The kind of end point of the critical path is a flop, for reference.
- Of the total power, combinational logic draws 0%.
- The share of cells above drive strength 1 is just over 10%, for reference.
- The largest fanout on the critical path is between 60 and 70, for reference.
- The cell count listed in synth_stat.txt is between 400 and 500, for reference.
- The clock passes through at most 2 buffers.
- Sorting the synthesized cells by area gives the leading types as sky130_fd_sc_hd__dfxtp_1 (32%), sky130_fd_sc_hd__edfxtp_1 (32%), sky130_fd_sc_hd__nor3b_1 (8.0%).
- The cell type that accounts for the most area after synthesis is sky130_fd_sc_hd__dfxtp_1.
- The OpenROAD warning count is around 90, for reference.
- The final setup skew is around 0.016 ns, for reference.
- The overall die area is about 0.015 mm^2, for reference.
- The worst pin sits at a relative slew slack of roughly 46%.
- The area of the multi-input gates is 0.00188 mm^2, for reference.
- In this run the post-CTS setup repair buffer count came out at 0.
- The number of clock sinks is roughly 160, for reference.
- Summing over every cut layer, the via total after detailed routing is 3,792.
- The slew at the pin with the worst max-slew slack is about 0.82 ns, for reference.
- The setup TNS after final layout is 0 ns, for reference.
- The count of final max-slew check failures is 0, for reference.
- The data arrival at the endpoint of the critical path is 4.35 ns, for reference.
- The post-detailed-route via-to-cell ratio is 5.20, for reference.
- Per the post-route antenna check, the number of violating nets is 0.
- The overflow left after global routing is 0, for reference.
- TritonCTS built the clock tree.
- The critical path in this run is classified as flop to flop.
- The net switching power figure is between 0.2 and 0.25 mW, for reference.
[worst register-to-register path, cell delays in order (launching register included)]
cell                       delay [ns]
sky130_fd_sc_hd__dfxtp_1         0.37
sky130_fd_sc_hd__inv_1           0.09
sky130_fd_sc_hd__ha_1            0.22
sky130_fd_sc_hd__or3b_2          0.54
sky130_fd_sc_hd__nor3_2          0.37
sky130_fd_sc_hd__nand4_1         0.59
sky130_fd_sc_hd__nand2_1         0.33
sky130_fd_sc_hd__o211ai_1        0.17
sky130_fd_sc_hd__nor4_1          0.33
sky130_fd_sc_hd__nand4_1         0.18
sky130_fd_sc_hd__inv_2           0.07
sky130_fd_sc_hd__buf_4           0.62
[worst paths after layout]
check                                               from                  endpoint  slack (ns)  cells past startpoint
worst max register to register       contador[0]$_DFF_P_    resultLow[1]$_DFFE_PP_        8.09                     11
worst min register to register  Quociente[63]$_SDFF_PN0_  resultHigh[31]$_DFFE_PP_        0.40                      0
worst min-delay path            Quociente[63]$_SDFF_PN0_  resultHigh[31]$_DFFE_PP_        0.40                      0
worst max-delay path                 contador[0]$_DFF_P_    resultLow[1]$_DFFE_PP_        8.09                     11
[flip-flops by register name (all words and copies together), names as in the netlist]
signal,cells
resultLow,32
contador,32
Quociente,64
resultHigh,32
[cell families (layout without fill, tap and decap cells)]
family / count (synthesis) / after routing / synth area share [%]
AND/OR/NAND/NOR: 214 / 214 / 22.7
AND-OR/OR-AND: 39 / 39 / 4.90
multiplexers: 4 / 4 / 0.696
flip-flops: 160 / 160 / 64.8
other: 2 / 2 / 0.127
XOR/XNOR: 20 / 20 / 3.08
adder cells (fa/ha/maj): 1 / 1 / 0.211
buffers and inverters: 37 / 105 / 3.46
[through the flow]
| stage | utilization, % | cell area (um^2) | total power [mW] | cells | hold WS (ns) |
|---|---|---|---|---|---|
| floorplan | - | 5930 | 0.555 | 477 | 0.386 |
| finish | 50.4 | 7290 | 1.10 | 729 | 0.404 |
| detailed placement | 45.9 | 6650 | 0.554 | 697 | 0.389 |
| CTS | 50.4 | 7290 | 1.11 | 729 | 0.403 |
| global placement | 45.9 | 6650 | 0.554 | 697 | 0.389 |
| global route | 50.4 | 7290 | 1.13 | 729 | 0.416 |
[layer usage]
| metal | track usage (%) | up-vias |
|---|---|---|
| li1 | - | 1885 |
| met1 | 26.4 | 1765 |
| met2 | 23.2 | 119 |
| met3 | 4.72 | 23 |
| met4 | 3.92 | 0 |
| met5 | 0 | - |
[power groups by stage]
stage / clock, mW / sequential (mW) / combinational [mW]
after CTS: 0.565 / 0.543 / 0.0000191
after global routing: 0.590 / 0.542 / 0.0000308
final: 0.553 / 0.543 / 0.0000105
[layout by cell type, fill, tap and decap left out, types with 5 or more instances in the layout]
| master | n |
|---|---|
| sky130_fd_sc_hd__buf_4 | 5 |
| sky130_fd_sc_hd__clkbuf_16 | 17 |
| sky130_fd_sc_hd__clkdlybuf4s50_1 | 64 |
| sky130_fd_sc_hd__dfxtp_1 | 96 |
| sky130_fd_sc_hd__edfxtp_1 | 64 |
| sky130_fd_sc_hd__nand2_1 | 36 |
| sky130_fd_sc_hd__nand2b_1 | 8 |
| sky130_fd_sc_hd__nand3_1 | 12 |
| sky130_fd_sc_hd__nand4_1 | 9 |
| sky130_fd_sc_hd__nor2_1 | 17 |
| sky130_fd_sc_hd__nor3_1 | 10 |
| sky130_fd_sc_hd__nor3b_1 | 63 |
| sky130_fd_sc_hd__nor4_1 | 16 |
| sky130_fd_sc_hd__o21ai_0 | 6 |
| sky130_fd_sc_hd__or3_1 | 9 |
| sky130_fd_sc_hd__or4_1 | 9 |
| sky130_fd_sc_hd__xnor2_1 | 8 |
| sky130_fd_sc_hd__xor2_1 | 11 |
[area by class of cell]
cell class,count,area share (%)
sequential,160,52.7
timing repair buffer,69,9.30
inverter,4,0.206
clock inverter,14,2.78
multi-input combinational,280,25.8
clock buffer,18,6.02
tap,184,3.16
No activity file was given, so power comes from the tool's default toggle rates.
