**config.mk**
```make
export PLATFORM = sky130hd
export DESIGN_NAME = Multiplicador
export DESIGN_NICKNAME = Multiplicador
export VERILOG_FILES = /design/flow/design.v
export SDC_FILE = /design/flow/constraint.sdc
export NUM_CORES = 4
export LEC_CHECK = 1
export CORE_UTILIZATION = 30
```
**constraint.sdc**
```tcl
current_design Multiplicador

set clk_period 35.5
set clk_io_pct 0.2

create_clock -name clk0 -period $clk_period [get_ports {clk}]

set non_clock_inputs [all_inputs -no_clocks]
set_input_delay [expr $clk_period * $clk_io_pct] -clock clk0 $non_clock_inputs
set_output_delay [expr $clk_period * $clk_io_pct] -clock clk0 [all_outputs]
```
**design.v**
```verilog
module Multiplicador (A, B, resultHigh, resultLow, MultIn, MultOut, clk, Reset);
input [31:0] A, B;
input clk, Reset;
output reg [31:0] resultHigh, resultLow;
reg [64:0] Add, Sub, Produto;
reg [31:0] comp2;
output reg MultOut;
integer contador = 32;
input MultIn;
always @(posedge clk) begin
if (Reset == 1) begin
resultHigh = 32'b0;
resultLow = 32'b0;
MultOut = 1'b0;
end
if (MultIn == 1'b1) begin
Add = {A, 33'b0};
comp2 = (~A + 1'b1);
Sub = {comp2, 33'b0};
Produto = {32'b0, B, 1'b0};
contador = 32;
MultOut = 1'b0;
end
case (Produto[1:0])
2'b01: begin
 Produto = Produto + Add;
end
2'b10: begin
    Produto = Produto + Sub;
end
endcase
Produto = Produto >> 1;
if (Produto[63] == 1'b1) begin
Produto[64] = 1'b1;
end
if (contador > 0) begin
contador = (contador - 1);
end
if (contador == 0) begin
resultHigh = Produto[64:33];
resultLow = Produto[32:1];
MultOut = 1'b1;
contador = -1;
end
if(contador == -1)begin
    Add = 65'd0;
    comp2 = 32'd0;
    Sub = 65'd0;
    Produto = 65'd0; 
end
end
endmodule
```
**run.sh**
```bash
#!/bin/bash
# OpenROAD 26Q1-2900-gdf79404cd8, Yosys 0.63+post, stock flow scripts
make -C /OpenROAD-flow-scripts/flow DESIGN_CONFIG=/design/flow/config.mk WORK_HOME=/design/flow/orfs finish
```
==> CHANGELOG.md <==
## Implementation

- Result of the run: complete, no violations
- Most crowded layer after global routing: met2
- Kind of critical path: input port to register
- Cell with the largest stage delay on the worst path: buf_4
- Crit path cell chain: buf_8, buf_4, mux2_2, ha_4, buf_4, mux4_2, ha_1, nand2_1, or3_1, or4_1, o21bai_1, a311oi_1, a41oi_1, mux2_2, a211oi_1, nor2b_1
- Count of port buffers added during placement: 131
- WP data arrival: 13.76 ns
- Number of nets with antenna violations after routing: 0
- Flip-flops with a built-in enable: 63
- RD Place Congestion: 0.924
- Max Buffers Root-to-Sink: 3
- Post-Synthesis Cell Area: 17600 um^2
- Area share of the leading cell type in the synthesized netlist: 25.8%
- Sequential area share after synthesis: 36.6%
- Hold/Removal Path Class: register to register
- Area added between synthesis and finish: 17.0%
- M3 GR Usage: 3.71%
- RSZ-0062 raised after global routing: false
- Share of synthesized cell area in full adder, half adder and majority cells: 4.81%
- Max Fanout on Critical Path: 71
- Clock net sink count: 290
- Insertion delay to the later sink of the worst-skew pair: 0.56 ns
- Overflow left after global routing: 0
- Wire length of the first global-routing pass: 83.7 mm
- Clock-pin slew of the registers on the worst-case setup and hold paths: 0.06 ns
- Final setup vio count: 0
- P per Cell Area: 62.2 nW/um^2
- Total of flip-flops plus latches after synthesis: 290
- Worst Path Buf+Inv: 3
- GR Util met1: 27.1%
- Number of filler instances in the final layout: 5766
- Maximum cell stage delay along the critical path: 0.74 ns
- Post-route standard cell area excluding fillers: 20600 um^2
- TritonCTS Buffers: 34
- Number of H-tree levels: 2
- Fin. max-slew vios: 0
- Estimated wirelength of the detail-placed design: 38.9 mm
- Worst Tran Pin Value: 1.03 ns
- Peak clock frequency supported by timing: 74.8 MHz
- Crit path launch type: input port
- Post-Synth AOI/OAI Area: 15.3%
- Aggregate negative setup slack: 0 ns
- Static leakage: 0.00842 uW
- Horizontal extent of the die: 244 um
- Fraction of final layout cells sized beyond drive strength 1: 7.10%
- Number of standard cells after synthesis: 2078
- Maximum resistive drop on vdd: 32.0 uV
- Flip-flop cell with the highest count after synthesis: dfxtp_1
- Per-cell routed wire length: 18.4 um
- Setup crit end kind: register
- XOR Share, Synth: 5.33%
- Total tool warning count: 25
- Via count of the first global-routing pass: 14.5k
- Main combinational cell family by area after synthesis: simple AND/OR/NAND/NOR gates
- Maximum number of pins on one net before global-route repair: 76
- Chip area: 59600 um^2
- Number of DRC markers in iteration 0: 853
- Post-route DRC: 0
- Global-route met2 utilization: 28.1%
- Detail-routed via count per cell: 5.11
- Yosys synthesis warning count: 1
- Die span in y: 244 um
- Yosys cell count: 2078
- Dominant cell type by area after synthesis: dfxtp_1
- CTS Root Buffer Type: clkbuf_16
- Final critical delay including setup and external delays: 13.37 ns
- Asr flop ratio synth: 0%
- Maximum capacitance violations: 0
- CP top delay family: buffers and inverters
- Count of hold-fix buffers inserted at cts: 0
- Data required time of the worst path: 35.90 ns
- Share of the clock period used by the worst path: 37.7%
- Synthesized-area fraction occupied by and/or/nand/nor cells: 24.0%
- Floorplan Utilization: 30.4%
- Number of unique standard cell types used by synthesis: 79
- Pwr Total: 1280 uW
- Number of inserted diodes: 0
- Area contributors post-synth: dfxtp_1 26%, edfxtp_1 11%, mux2i_1 7.5%
- Total routed wirelength: 53.6 mm
- Area inside the core boundary: 57800 um^2
- Clock tree skew after final layout: 0.0231 ns
- Number of post-CTS setup repair buffers: 0
- Placement Rows: 88
- Number of top-level pins: 132
- Worst slew margin relative to its limit: 30.8%
- Area post-placement: 19500 um^2
- Pre-Repair DR Iteration Count: 5
- Number of antenna violations at the first check in global routing: 0
- TritonCTS clock tree: built
- Number of vias after detailed routing: 14.9k
- Mean instance size in the synthesized netlist: 8.46 um^2
- Global-route usage over all layers: 18.4%
- Yosys-reported design area after synthesis: 17600 um^2
- Most frequently used cell type in the post-synthesis netlist: nor2_1
- Most frequent cells after synthesis: 330 x nor2_1, 227 x dfxtp_1, 166 x nand2_1, 132 x mux2i_1, 126 x a21oi_1
- Final Hold Violation Tally: 0
- MUX area fraction: 10.1%
- Post-CTS resize count: 0
cell families (layout without fill, tap and decap cells):
family | count (synthesis) | count (layout)
and+or+nand+nor | 870 | 870
AOI/OAI and AO/OA | 412 | 412
DFF | 290 | 290
muxes | 171 | 171
buffers and inverters | 161 | 237
xor gates and xnor gates | 107 | 107
adders and majority gates | 67 | 67
cell usage in the layout (no fill, tap or decap), types with 16 or more instances in the layout:
cell             instances
a21oi_1                126
edfxtp_1                63
mux2i_1                132
xnor2_1                 65
clkbuf_16               34
nor4_1                  18
and2_1                  76
ha_1                    65
nor2b_1                 58
a21o_1                  39
nor2_1                 330
buf_4                   19
nand2_1                166
mux2_2                  38
nand4_1                 27
nand3_1                 35
xor2_1                  42
clkdlybuf4s50_1        130
a211oi_1                16
inv_1                   24
nor3_1                  47
o21ai_0                 82
dfxtp_1                227
or2_2                   17
or3_1                   25
worst paths after layout:
path,slack (ns),cells past startpoint,start,to
setup reg to reg,29.37,15,contador[0],Produto[63]
hold / removal,0.45,2,MultOut,MultOut
setup / recovery,22.13,16,MultIn,resultHigh[27]
hold reg to reg,0.45,2,MultOut,MultOut
flip-flops by register name (all words and copies together) (netlist names):
register and cells:
Add 65, Sub 65, Produto 64, contador 32, resultLow 32, resultHigh 31
MultOut 1
layout make-up:
class | instances | area (um^2) | area share (%)
inverters | 26 | 97.6 | 0.474
multi-input cells | 1627 | 10500 | 51.0
clock inverters | 19 | 224 | 1.09
well taps | 765 | 957 | 4.65
repair buffers | 150 | 1460 | 7.09
flip-flops and latches | 290 | 6440 | 31.3
clock buffers | 42 | 901 | 4.38
layer usage:
layer | share of wire, % | vias up
li1 | - | 7489
met4 | 2.9 | 0
met5 | 0 | -
met1 | 47 | 6998
met2 | 44 | 370
met3 | 5.6 | 69
report_power, final:
group | switching (uW) | total, uW | internal (uW)
logic | 314 | 514 | 199
clock network | 148 | 360 | 211
registers | 16.9 | 406 | 390
total | 480 | 1280 | 800
worst register-to-register path, delay by kind of cell, from the launching register on:
family                     cells  cell delay, ns
buffers and inverters          3            1.48
AOI/OAI and AO/OA              4            0.93
muxes                          1            0.28
DFF                            1            0.32
adders and majority gates      1            0.27
and+or+nand+nor                6            2.73
per-stage QoR:
step	std cells	setup WS, ns	utilization, %	hold slack (ns)
floorplan	2078	21.38	-	0.400
global placement	2858	21.76	33.7	0.441
detailed placement	2858	21.62	33.7	0.441
CTS	2919	22.20	35.6	0.451
global route	2919	21.71	35.6	0.465
finish	2919	22.13	35.6	0.452
Power figures rest on the tool's default switching activity, not on a simulated workload.
